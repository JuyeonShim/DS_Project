$ cat flow/run.sh
#!/bin/bash
# OpenROAD 26Q1-2900-gdf79404cd8, Yosys 0.63+post, stock flow scripts
make -C /OpenROAD-flow-scripts/flow DESIGN_CONFIG=/design/flow/config.mk WORK_HOME=/design/flow/orfs finish
$ cat flow/config.mk
export PLATFORM = sky130hd
export DESIGN_NAME = mainController
export DESIGN_NICKNAME = mainController
export VERILOG_FILES = /design/flow/design.v
export SDC_FILE = /design/flow/constraint.sdc
export NUM_CORES = 4
export LEC_CHECK = 1
export CORE_UTILIZATION = 40
$ cat flow/constraint.sdc
current_design mainController

set clk_period 5.3
set clk_io_pct 0.2

create_clock -name clk0 -period $clk_period [get_ports {clk}]

set non_clock_inputs [all_inputs -no_clocks]
set_input_delay [expr $clk_period * $clk_io_pct] -clock clk0 $non_clock_inputs
set_output_delay [expr $clk_period * $clk_io_pct] -clock clk0 [all_outputs]
$ cat flow/design.v
module displayController (input clk,
                          input nrst,
                          input[1:0]display,        
                          output reg[7:0] seg_com,
                          output reg[6:0] seg7);
    reg[6:0] segments[0:7];
    reg[2:0] cnt = 0;
    always @(posedge clk) begin
        cnt     <= cnt + 1;
        seg_com <= 8'b1111_1111 ^ (2 ** cnt);
        seg7    <= segments[7-cnt];
    end
    always @(*) begin
        if (!nrst)begin  
            segments[0] <= 7'b000_0001;
            segments[1] <= 7'b000_0001;
            segments[2] <= 7'b000_0001;
            segments[3] <= 7'b000_0101;
            segments[4] <= 7'b100_1111;
            segments[5] <= 7'b101_1011;
            segments[6] <= 7'b100_1111;
            segments[7] <= 7'b000_1111;
        end
        else begin
            case(display)
                2'd0:begin  
                    segments[0] <= 7'b000_0001;
                    segments[1] <= 7'b000_0001;
                    segments[2] <= 7'b000_0001;
                    segments[3] <= 7'b000_0001;
                    segments[4] <= 7'b101_1011;
                    segments[5] <= 7'b000_1111;
                    segments[6] <= 7'b111_0111;
                    segments[7] <= 7'b011_0011;
                end
                2'd1:begin  
                    segments[0] <= 7'b000_0001;
                    segments[1] <= 7'b000_0001;
                    segments[2] <= 7'b000_0001;
                    segments[3] <= 7'b000_0001;
                    segments[4] <= 7'b110_0111;
                    segments[5] <= 7'b000_1110;
                    segments[6] <= 7'b111_0111;
                    segments[7] <= 7'b011_0011;
                end
                2'd2:begin  
                    segments[0] <= 7'b000_0001;
                    segments[1] <= 7'b000_0001;
                    segments[2] <= 7'b000_0001;
                    segments[3] <= 7'b000_0001;
                    segments[4] <= 7'b110_0111;
                    segments[5] <= 7'b111_0111;
                    segments[6] <= 7'b101_1011;
                    segments[7] <= 7'b101_1011;
                end
                2'd3:begin  
                    segments[0] <= 7'b000_0001;
                    segments[1] <= 7'b000_0001;
                    segments[2] <= 7'b000_0001;
                    segments[3] <= 7'b000_0001;
                    segments[4] <= 7'b100_0111;
                    segments[5] <= 7'b111_0111;
                    segments[6] <= 7'b000_0110;
                    segments[7] <= 7'b000_1110;
                end
            endcase
        end
    end
endmodule
module mainController #(parameter FRQ = 1_000_000)  
                       (input clk,
                        input[7:0] key,
                        input nrst,
                        output[7:0] seg_com,
                        output[6:0] seg7,
                        output piezo_wire);
    reg[2:0] state   = 0;
    reg[2:0] octave  = 0;  
    reg piezo_nOn    = 1;
    reg[1:0] display = 0;  
    reg[29:0] cnt    = 0;
    reg[29:0] tmp_cnt    = 0;
    piezoController #(.FRQ(FRQ)) piezoController01(.octave(octave), .nOn(piezo_nOn), .clk(clk), .piezo_wire(piezo_wire));
    displayController displayController01(.clk(clk), .nrst(nrst), .display(display), .seg_com(seg_com), .seg7(seg7));
    always @(posedge clk) begin
        if (nrst == 0) begin
            cnt       <= 0;
            tmp_cnt   <= 0;
            state     <= 0;
            octave    <= 0;
            piezo_nOn <= 1;
            display   <= 0;
        end
        else begin
            case(state)
                3'd0: begin
                    cnt <= cnt+1;
                    piezo_nOn <= 1;
                    display <= 0;
                    if (key[4] == 1) begin
                        state <= 1;
                    end
                end
                3'd1: begin
                    octave <= cnt % 8;
                    piezo_nOn <= 0;
                    tmp_cnt <= cnt;
                    state <= 2;
                    display <=1;
                end
                3'd2:begin
                    cnt <= cnt+1;
                    if((cnt-tmp_cnt) > FRQ)begin
                        state <=3;
                    end
                end
                3'd3: begin
                    piezo_nOn <= 1;
                    cnt <= cnt+1;
                    if(key != 0)begin
                        state <= 4;
                    end
                end
                3'd4: begin
                    tmp_cnt <= cnt;
                    if(key[octave] == 1) begin
                        display <=2;
                        state <=5;
                    end
                    else begin
                        display <=3;
                        state <=5;
                    end
                end
                3'd5:begin
                    cnt <= cnt+1;
                    if((cnt-tmp_cnt) > FRQ)begin
                        state <=1;
                    end
                end
            endcase
        end
    end
endmodule
module piezoController #(parameter FRQ = 1_000_000)
                        (input[2:0] octave,
                         input nOn,
                         input clk,
                         output reg piezo_wire = 0);
    reg[29:0] cnt = 0;
    integer match_cnt [0:7];
    initial begin
        match_cnt[0] = FRQ / 262 / 2;
        match_cnt[1] = FRQ / 294 / 2;
        match_cnt[2] = FRQ / 330 / 2;
        match_cnt[3] = FRQ / 349 / 2;
        match_cnt[4] = FRQ / 392 / 2;
        match_cnt[5] = FRQ / 440 / 2;
        match_cnt[6] = FRQ / 494 / 2;
        match_cnt[7] = FRQ / 523 / 2;
    end
    always@(posedge clk)begin
        if (nOn == 0)begin
            if (match_cnt[octave] < cnt) begin
                piezo_wire <= ~piezo_wire;
                cnt        <= 0;
            end
            else begin
                cnt <= cnt+1;
            end
        end
    end
endmodule
==> GITHUB_STEP_SUMMARY <==
### Yosys + OpenROAD results

| Metric | Value |
|---|---|
| Worst stage delay on the critical path | `0.44 ns` |
| Critical path launch point type | `register` |
| Crit path from | `cnt[0]` |
| Non-filler instance count after layout | `1116` |
| CP endpoint | `state[2]` |
| Yosys Chip Area | `7230 sq um` |
| GRT Resource Usage Total | `17.0%` |
| Hold Crit Class | `register to register` |
| Final setup fails | `0` |
| Initial antenna violation count | `0` |
| FF-to-FF End | `state[2]` |
| Max-Cap Viols | `0` |
| CTS Buf Count | `17` |
| Worst path slowest cell | `dfxtp_1` |
| Hold Fails Final Rpt | `0` |
| Via/cell ratio | `5.09` |
| Rows | `48` |
| Overall routed net length | `14300 microns` |
| Critical Path Stages | `13` |
| Worst R2R Path Depth | `13` |
| First-pass GRT wire length | `25100 microns` |
| Clock Skew | `0.00706 ns` |
| Yosys Instances | `844` |
| Post-synthesis cell type count | `70` |
| Synth async-reset ratio | `0%` |
| Fin. max-slew vios | `0` |
| CTS Hold Bufs | `0` |
| Latency at later pin | `0.41 ns` |
| WP data arrival | `3.63 ns` |
| Worst r2r src | `cnt[0]` |
| Final WS setup | `1.94 ns` |
| Layout Utilization | `47.6%` |
| Power per Cell Area | `358 nW/um^2` |
| DIE HEIGHT | `136 microns` |
| DRC Markers | `0` |
| Worst slew pin tran | `0.660 ns` |
| Final RePlAce weighted congestion | `0.861` |
| Flops after synth | `118` |
| Flip-flops with a built-in enable | `31` |
| Placement-stage cell area | `7720 sq um` |
| Core area | `17500 sq um` |
| Syn Inst Count | `844` |
| Drt initial violations | `276` |
| Post-Route Setup TNS | `0 ns` |
| Status | `complete, no violations` |
| Delay-heaviest family, CP | `AND-OR/OR-AND gates` |
| Inserted Diodes | `0` |
| RSZ-0062 raised after global routing | `no` |
| Total number of vias | `5683` |
| Overall power | `2.98 mW` |
| Critical path type | `register to register` |
| Average size of a mapped cell | `8.57 sq um` |
| Setup WS pre-CTS | `1.96 ns` |
| CP Capture Type | `register` |
| Clock slew seen by the registers of the worst setup and hold paths | `0.06 ns` |
| Primary FF master, synth | `dfxtp_1` |
| Antenna Nets Post-Route | `0` |
| Cell area after synthesis | `7230 sq um` |
| Die W | `136 microns` |
| Fmax | `298 MHz` |
| Crit-path max FO | `5` |
| Setup Fix Bufs, Post-CTS | `0` |
| Htree depth | `4` |
| Area growth from synthesis to layout | `15.0%` |
| Fp util | `41.4%` |
| Vias in the first global route | `5259` |
| R2r setup slk | `1.94 ns` |
| CP cell instances | `inv_1 > ha_1 > fa_1 > nand2b_1 > a211oi_2 > o21ai_1 > o21ba_2 > o21ai_0 > xor2_1 > o211ai_1 > or4_1 > nand4_1 > a311oi_1` |
| DIE AREA | `18600 sq um` |
| Clock Path Buffers | `2` |
| Hold Slack | `0.460 ns` |
| CTS root buffer | `clkbuf_16` |
| # clock sinks | `118` |
| Share of cells above drive strength 1 | `6.73%` |
| Cts repair resizes | `0` |
| Leak | `3.34 nW` |
| Yosys Warn Count | `4` |
| Dpl hpwl | `9930 microns` |
| Worst path required time | `5.57 ns` |
| DRT Pass-1 Iters | `4` |
| # placed instances | `1084` |
| Gr ovfl total | `0` |
| Largest net degree at the start of global routing | `80` |
| Synth Seq Share | `37.0%` |
| Worst Path Buf+Inv | `1` |
| Input/output buffers | `25` |
| VDD IR max | `0.264 mV` |
| TritonCTS clock tree | `yes` |
| Tool Warnings | `37` |
| Wirelength per Cell | `12.8 microns` |
| Fin crit share | `63.3%` |
| Final min period | `3.36 ns` |
| Fin area | `8320 sq um` |
| Num ports | `26` |
| Slew HR | `56.0%` |
==> cell usage in the layout (no fill, tap or decap), types with 18 or more instances in the layout <==
cell             instances
xnor2_1                 38
ha_1                    59
nand3_1                 24
edfxtp_1                31
a21boi_0                36
a21oi_1                 40
nor2_1                  54
nand2_1                125
and2_1                  30
inv_1                   68
conb_1                  18
clkdlybuf4s50_1         24
o21ai_0                 30
dfxtp_1                 87
==> metal layers <==
| layer | vias up | track usage, % | share of wire (%) |
|---|---|---|---|
| met5 | - | 0 | 0 |
| met3 | 15 | 2.58 | 2.7 |
| met1 | 2616 | 26.8 | 52 |
| met4 | 0 | 2.35 | 1.4 |
| met2 | 67 | 25.5 | 44 |
| li1 | 2985 | - | - |
==> state kept, by name (all words and copies together), names as in the netlist, 3 cells and up <==
register	cells
displayController01.seg_com	8
displayController01.seg7	7
tmp_cnt	30
piezoController01.cnt	30
octave	3
displayController01.cnt	3
state	3
cnt	30
==> cell families (layout without fill, tap and decap cells) <==
logic type / count (synthesis) / count (layout) / synth area share (%)
flip-flops: 118 / 118 / 37.0
AND/OR/NAND/NOR: 314 / 314 / 21.0
adder cells (fa/ha/maj): 60 / 60 / 10.5
XOR/XNOR: 52 / 52 / 6.30
multiplexers: 9 / 9 / 1.61
AND-OR/OR-AND: 189 / 189 / 18.0
buffers and inverters: 101 / 131 / 5.57
other: 1 / 18 / 0.0519
==> how the worst min path moves through the flow <==
stage | from | cells after the start | end | slack [ns]
final | tmp_cnt[22] | 2 | tmp_cnt[22] | 0.46
after global routing | tmp_cnt[7] | 2 | tmp_cnt[7] | 0.49
after CTS | tmp_cnt[22] | 2 | tmp_cnt[22] | 0.47
==> synthesized netlist by cell type, types with 13 or more instances <==
cell type,n,share of area [%]
nand2_1,125,6.5
dfxtp_1,87,24
inv_1,68,3.5
ha_1,59,10
nor2_1,55,2.9
a21oi_1,40,2.8
xnor2_1,38,4.6
a21boi_0,36,3.7
edfxtp_1,31,13
o21ai_0,31,2.1
and2_1,30,2.6
nand3_1,24,1.7
clkbuf_1,18,0.93
nand4_1,17,1.5
xor2_1,14,1.7
buf_2,13,0.90
==> worst min-delay path: stages (launching register included) <==
cell      delay, ns
dfxtp_1        0.30
nand2_1        0.04
a21boi_0       0.06
==> power by group <==
part / leakage [nW] / internal [mW] / switching (mW)
clock network: 0.282 / 0.704 / 0.449
registers: 0.991 / 1.00 / 0.0650
logic: 2.07 / 0.336 / 0.422
==> final cells by class <==
cell class                      count  area, sq um
Fill cell                        1645         9160
Multi-Input combinational cell    642         4230
Sequential cell                   118         2670
Clock buffer                       17          425
Timing Repair Buffer               30          283
Tap cell                          225          282
Inverter                           69          259
Clock inverter                     15          170
Power and IR drop assume default switching activity.
